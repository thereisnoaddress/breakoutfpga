<file path="flow/run.sh">
#!/bin/bash
# OpenROAD 26Q1-2900-gdf79404cd8, Yosys 0.63+post, stock flow scripts
make -C /OpenROAD-flow-scripts/flow DESIGN_CONFIG=/design/flow/config.mk WORK_HOME=/design/flow/orfs finish
</file>
<file path="flow/design.v">
module ball(X, Y, clk, newX, newY, brick_status, paddle_location, brick_num, en);
   input [9:0] X;
   input [9:0] Y;
   input       clk;
   input [11:0] brick_status;
   input [9:0] 	paddle_location;
   input en;
   wire [1:0]  edge_collision;
   output [9:0]  brick_num;
   wire [1:0]  brick_collision;
   wire [1:0]  dir;
	reg [9:0] xint, yint;
   wire [1:0]  edge_newdir, brick_newdir, paddle_newdir;
	reg [1:0] newdir;
   reg       gameover, paddle_collision;
	wire [9:0] brickx, bricky;
   output wire [9:0]  newX, newY;
   localparam xstep = 1;  
   localparam ystep = 1;  
   localparam startdir = 2'b00;  
   assign dir = startdir;
   edge_check edck(
		   .X(X),
		   .Y(Y),
		   .xstep(xstep),
		   .ystep(ystep),
		   .clk(clk),
		   .collision(edge_collision)
		   );
   whichbrick wb(
		 .X(X + xstep),
		 .Y(Y + ystep),
		 .bricknum(brick_num)
		 );
   reversewhichbrick rwb(
			 .bricknum(brick_num),
			 .X(brickx),
			 .Y(bricky)
			 );
   collision_check cc(
		      .X0(X),
		      .Y0(Y),
		      .X1(brickx),
		      .Y1(bricky),
		      .xstep(xstep),
		      .ystep(ystep),
		      .clk(clk),
		      .collision(brick_collision)
		      );
   change_direction_collision cdc0(
				  .collision_code(collision),
				  .original_dir(dir),
				  .new_dir(edge_newdir)
				  );
   change_direction_collision cdc1(
				  .collision_code(2'b11),
				  .original_dir(dir),
				  .new_dir(paddle_newdir)
				  );
   change_direction_collision cdc2(
				  .collision_code(brick_collision),
				  .original_dir(dir),
				  .new_dir(brick_newdir)
				  );
   always @(posedge clk) begin
      paddle_collision <= 1'b0;
		case (dir)
		2'b01: xint<= -X;
		2'b10: yint <= -Y;
		2'b11: begin
			xint <= -X;
			yint <= -Y;
		end
		default: begin
		xint <= X;
		yint <= Y;
		end
		endcase
      if (dir == 2'b10 || dir == 2'b11) begin
	 if ((paddle_location - 6'b101000 <= xint + xstep) 
	 	&& (xint + xstep <= paddle_location + 6'b101000) 
		&& (yint+ ystep <= 5'b10100 ) ) begin
	    paddle_collision <= 1'b1;
	 end  
      end  
	if (edge_collision != 2'b00)
	  newdir <= edge_newdir;
	else if (paddle_collision == 1'b1 )
	  newdir <= paddle_newdir;
	else if ((brick_num != 4'b1111) && (brick_status[brick_num] == 1'b1) && (brick_collision != 2'b00))
	  newdir <= brick_newdir;
	else
	  newdir <= dir;
   end  
   update_ball ub(
		  .X(xint),
		  .Y(yint),
		  .clk(clk),
		  .dir(newdir),
		  .X0(newX),
		  .Y0(newY),
		  .en(en)
		  );
endmodule  
module update_ball(X, Y, clk, dir, X0, Y0, en);
	input clk;
	input [9:0] X; 
	input [9:0] Y;
	input [1:0] dir;
	input en;
   output reg [9:0] X0;
   output reg [9:0] 	    Y0;
        wire [1:0] dir0;
   assign dir0 = dir;
	always @(posedge clk)begin
		if (en == 1'b1) 
		case(dir0)
			2'b00: begin
			   X0 <= X + 1'b1;
			   Y0 <= Y + 1'b1;
			end
			2'b01: begin
			   X0 <= X - 1'b1; 
			   Y0 <= Y + 1'b1;
			end
			2'b10: begin
			   X0 <= X + 1'b1; 
			   Y0 <= Y - 1'b1;
			end
			2'b11: begin
			   X0 <= X - 1'b1; 
			   Y0 <= Y - 1'b1;
			end
		default: begin
		   X0 <= X0; 
		   Y0 <= Y0;
		end
	endcase  
	end  
endmodule
module collision_check(X0, Y0, X1, Y1, xstep, ystep, collision, clk);
	input clk;
	input [9:0] X0, X1; 
	input [9:0] Y0, Y1;
	input [6:0] xstep, ystep;
	output reg [1:0] collision;  
	always @(posedge clk)begin
		if ((X0 + xstep >= X1) || (Y0 + ystep >= Y1))
			if (X0 + xstep >= X1)
				collision = 2'b10;
			else 
				collision = 2'b11;
		else 
			collision = 2'b00;
       end
endmodule  
module edge_check(X, Y, xstep, ystep, collision, clk);
   input [9:0] X, Y;
   input [6:0] xstep, ystep;
   input       clk;
   output reg [1:0] collision;
   always @(posedge clk) begin
      if (X + xstep >=  9'b111100000)
	collision <= 2'b10;
      else if (X - xstep <= 1'b0)
	collision <= 2'b10;
      else if (Y + ystep >= 10'b1010000000)
	collision <= 2'b11;
      else if (Y - ystep <= 1'b0)
	collision <= 2'b11;
      else
	collision <= 2'b00;
   end
endmodule  
module whichbrick(X, Y, bricknum);
   input [9:0] X, Y;
   output reg [9:0] bricknum;
   always @(*) begin
     if ((5'b10100 <= X && X <= 8'b10001100) && (5'b10100 <= Y && Y <= 6'b111100 ))
       bricknum <= 4'b0000;
     else if ((8'b10100000 <= X && X <= 9'b100011000) && (5'b10100 <= Y && Y <= 6'b111100 ))
       bricknum <= 4'b0001;
     else if ((9'b100101100 <= X && X <= 9'b110100100) && (5'b10100 <= Y && Y <= 6'b111100 ))
       bricknum <= 4'b0010;
     else if ((9'b110111000 <= X && X <= 10'b1000110000) && (5'b10100 <= Y && Y <= 6'b111100 ))
       bricknum <= 4'b0011;
      else if ((5'b10100 <= X && X <= 8'b10001100) && (7'b1010000 <= Y && Y <= 7'b1111000 ))
       bricknum <= 4'b0100;
      else if ((8'b10100000 <= X && X <= 9'b100011000) && (7'b1010000 <= Y && Y <= 7'b1111000 ))
       bricknum <= 4'b0101;
      else if ((9'b100101100 <= X && X <= 9'b110100100) && (7'b1010000 <= Y && Y <= 7'b1111000 ))
       bricknum <= 4'b0110;
      else if ((9'b110111000 <= X && X <= 10'b1000110000) && (7'b1010000 <= Y && Y <= 7'b1111000 ))
       bricknum <= 4'b0111;
      else if ((5'b10100 <= X && X <= 8'b10001100) && (8'b10001100 <= Y && Y <= 9'b100011000 ))
	bricknum <= 4'b1000;
      else if ((8'b10100000 <= X && X <= 9'b100011000) && (8'b10001100 <= Y && Y <= 9'b100011000 ))
       bricknum <= 4'b1001;
      else if ((9'b100101100 <= X && X <= 9'b110100100) && (8'b10001100 <= Y && Y <= 9'b100011000 ))
       bricknum <= 4'b1010;
      else if ((9'b110111000 <= X && X <= 10'b1000110000) && (8'b10001100 <= Y && Y <= 9'b100011000 ))
       bricknum <= 4'b1011;
	else
		bricknum<= 4'b1111;
   end
endmodule  
module reversewhichbrick(bricknum, X, Y);
   input [3:0] bricknum;
   output reg[9:0] X, Y;
   always @(*) begin
      case (bricknum)
	4'b0000: begin
	   X <= 5'b10100;
	   Y <= 5'b10100;
	end
	4'b0001: begin
	   X <= 8'b10100000;
	   Y <= 5'b10100;
	end
	4'b0010: begin
	   X <= 9'b100101100;
	   Y <= 5'b10100;
	end
	4'b0011: begin
	   X <= 9'b110111000;
	   Y <= 5'b10100;
	end
	4'b0100: begin
	   X <= 5'b10100;
	   Y <= 7'b1010000;
	end
	4'b0101: begin
	   X <= 8'b10100000;
           Y <= 7'b1010000;
	end
	4'b0110: begin
	   X <= 9'b100101100;
	   Y <= 7'b1010000;
	end
	4'b0111: begin
	   X <= 9'b110111000;
	   Y <= 7'b1010000;
	end
	4'b1000: begin
	   X <= 5'b10100;
	   Y <= 8'b10001100;
	end
	4'b1001: begin
	   X <= 8'b10100000;
	   Y <= 8'b10001100;
	end
	4'b1010: begin
	   X <= 9'b100101100;
	   Y <= 8'b10001100;
	end
	4'b1011: begin
	   X <= 9'b110111000;
	   Y <= 8'b10001100;
	end
	endcase
   end  
endmodule  
module change_direction_collision(collision_code, original_dir, new_dir);
	input [1:0] collision_code;  
	input [1:0] original_dir;
	output reg [1:0] new_dir;
	always @(*) begin
	   if (collision_code[1] == 1) 
	      if (collision_code[0] == 0)   
		 case(original_dir)
		   2'b00: new_dir = 2'b01;
		   2'b01: new_dir = 2'b00;
		   2'b10: new_dir = 2'b11;
		   2'b11: new_dir = 2'b10;
		   default: new_dir = original_dir;
		 endcase  
	      else if (collision_code[0] == 1)   
		 case (original_dir)
		   2'b00: new_dir = 2'b10; 
		   2'b01: new_dir = 2'b11;
		   2'b10: new_dir = 2'b00;
		   2'b11: new_dir = 2'b01;
		   default : new_dir = original_dir;
		 endcase
	end  
endmodule  
</file>
<file path="flow/config.mk">
export PLATFORM = sky130hd
export DESIGN_NAME = ball
export DESIGN_NICKNAME = ball
export VERILOG_FILES = /design/flow/design.v
export SDC_FILE = /design/flow/constraint.sdc
export NUM_CORES = 4
export LEC_CHECK = 1
export CORE_UTILIZATION = 40
</file>
<file path="flow/constraint.sdc">
current_design ball

set clk_period 5.1
set clk_io_pct 0.2

create_clock -name clk0 -period $clk_period [get_ports {clk}]

set non_clock_inputs [all_inputs -no_clocks]
set_input_delay [expr $clk_period * $clk_io_pct] -clock clk0 $non_clock_inputs
set_output_delay [expr $clk_period * $clk_io_pct] -clock clk0 [all_outputs]
</file>
==> results.ini <==
[run_status]
run_status = completed

[timing]
setup_total_negative_slack_ps = 0
worst_pin_slew_ps = 803
unconstrained_endpoints = 11
grt_setup_unrepaired = no
period_needed_ps = 4780
report.final.slew_viol_count = 0
timing.final.setup_violations = 0
timing.final.hold_violations = 0
timing.slew.headroom_pct = 46.3
fin_worst_skew_ps = 3.70
layout_worst_path_cycle_share_pct = 93.8
unclocked_pins = 11
timing.final.ws_setup_ps = 316
highest_achievable_clock_rate_mhz = 209

[detailed_routing]
drt_first_pass_iters = 4
postRouteWirelength_mm = 6.77
vias_per_cell = 5.10
violation_count_after_the_first_detailed_route_iteration = 122
drtAntennaViolNets = 0
drt_drc_violations_left = 0
avgRoutedWirePerCell_um = 12.1
routed-via-count = 2841
antenna-diode-count = 0

[global_routing]
globalRouteTotalUtil_pct = 15.3
largest_net_degree_at_the_start_of_global_routing = 21
first_pass_grt_wire_length_mm = 11.9
number_of_global_route_vias_before_repair = 2618
grt_antenna_before_repair = 0
grt.overflow.total = 0

[synth]
postSynth.asyncResetShare_pct = 0
synth.ff_latch_count = 55
number_of_enable_type_register_cells_in_the_synthesized_netlist = 20
synth_chip_area_mm2 = 0.00359
synth.yosys.warnings = 17
ys_types = 79
postSynth.topFlopCell = sky130_fd_sc_hd__dfxtp_1
synthesis.area_per_instance_um2 = 9.28
syn_area_mm2 = 0.00359
ys_cells = 387
synth_cells = 387

[final_layout]
layout_top_cells_excl_fill_tap = 57 x sky130_fd_sc_hd__clkdlybuf4s50_1, 27 x sky130_fd_sc_hd__ha_1, 26 x sky130_fd_sc_hd__inv_1
design_area_mm2 = 0.00438
layout-area-overhead-vs-synth_pct = 22.1
seqCellArea_mm2 = 0.00125
layout_top_cell_excl_fill_tap = sky130_fd_sc_hd__clkdlybuf4s50_1
post_layout_utilization_of_the_core_pct = 50.3
filler_cell_count = 805
drive_gt1_share_pct = 10.7
mi_logic_area_mm2 = 0.00212

[critical_path]
worst_path_dominant_cell_family = buffers and inverters
path_class = input pin to output port
critical_path.endpoint_type = output port
critical_path_peak_fanout = 8
number_of_logic_stages_on_the_critical_path_including_buffering = 10
critPathArrivalTime_ps = 3760
critical_path.max_stage_delay_ps = 470
crit_path_cell_trace = clkdlybuf4s50_1 -> ha_1 -> or3b_1 -> a211o_1 -> o31ai_1 -> a211oi_1 -> a31oi_1 -> nand2_1 -> nand2_1 -> clkdlybuf4s50_1
timing.critical_path.from_type = input pin
worst_ep_required_time_ps = 4080
critPathBufInv = 2
cpMaxStageDelayCell = sky130_fd_sc_hd__clkdlybuf4s50_1
worst_r2r_path_depth = 9

[worst_hold_path]
holdCritPathClass = flip-flop to flip-flop
holdPathStages = 1

[place]
placed_area_mm2 = 0.00429
preCtsSetupSlack_ps = 328
buffer_ports.inserted = 57
gp_congestion = 0.937
hpwlAfterDp_mm = 5.43

[clock_network]
clockBufferDepth = 2
post_cts.repair.setup_buffers = 0
cts.root.buffer_cell = sky130_fd_sc_hd__clkbuf_8
clkSlewWorstSetupHoldPaths_ps = 70
worstSkewPairLatency_ps = 280
tritoncts.num_buffers = 5
postCtsResizedCells = 0
hold_buffers = 0
cts_tree = built
level_count_of_the_clock_h_tree = 2

[die]
chipHeight_um = 96.8
chip_area_mm2 = 0.00936
design.portCount = 74
chip_width_um = 96.8
core_area_mm2 = 0.00872
row_count = 34
fp_util_pct = 41.2

[job]
max_cap_viol_count = 0
log.warning_count = 36

[power_and_ir_drop]
power_leakage_nw = 1.73
peak_supply_drop_mv = 0.129
power.total_mw = 0.858
cell_pwr_density_mw_per_mm2 = 196

cell type report:
type                            count  share of cell area, %
Timing Repair Buffer               72                   15.6
Tap cell                          108                   3.08
Multi-Input combinational cell    287                   48.4
Inverter                           27                   2.31
Sequential cell                    55                   28.4
Clock buffer                        7                   2.06
Clock inverter                      1                  0.171
cell usage after synthesis, types with 3 or more instances:
master | n | share of area (%)
sky130_fd_sc_hd__ha_1 | 27 | 9.4
sky130_fd_sc_hd__inv_1 | 26 | 2.7
sky130_fd_sc_hd__nand2_1 | 25 | 2.6
sky130_fd_sc_hd__dfxtp_1 | 24 | 13
sky130_fd_sc_hd__nor2_1 | 21 | 2.2
sky130_fd_sc_hd__xnor2_1 | 21 | 5.1
sky130_fd_sc_hd__edfxtp_1 | 20 | 17
sky130_fd_sc_hd__a21oi_1 | 17 | 2.4
sky130_fd_sc_hd__nand3_1 | 17 | 2.4
sky130_fd_sc_hd__o21ai_0 | 14 | 2.0
sky130_fd_sc_hd__dlxtn_1 | 9 | 3.8
sky130_fd_sc_hd__buf_4 | 7 | 1.5
sky130_fd_sc_hd__clkbuf_1 | 7 | 0.73
sky130_fd_sc_hd__o21bai_1 | 7 | 1.5
sky130_fd_sc_hd__xor2_1 | 7 | 1.7
sky130_fd_sc_hd__buf_2 | 6 | 0.84
sky130_fd_sc_hd__nand2b_1 | 6 | 1.0
sky130_fd_sc_hd__nor3_1 | 6 | 0.84
sky130_fd_sc_hd__nor3b_1 | 6 | 1.3
sky130_fd_sc_hd__o21a_1 | 5 | 1.0
sky130_fd_sc_hd__o31ai_1 | 5 | 1.0
sky130_fd_sc_hd__or2_2 | 5 | 0.87
sky130_fd_sc_hd__a211o_1 | 4 | 0.98
sky130_fd_sc_hd__a21o_1 | 4 | 0.84
sky130_fd_sc_hd__a31oi_1 | 4 | 0.70
sky130_fd_sc_hd__and2_1 | 4 | 0.70
sky130_fd_sc_hd__nor2b_1 | 4 | 0.70
sky130_fd_sc_hd__or3_1 | 4 | 0.70
sky130_fd_sc_hd__a21boi_0 | 3 | 0.63
sky130_fd_sc_hd__a311oi_1 | 3 | 0.73
sky130_fd_sc_hd__buf_6 | 3 | 0.94
sky130_fd_sc_hd__nand3b_1 | 3 | 0.63
sky130_fd_sc_hd__o211ai_1 | 3 | 0.63
final timing paths:
kind	slack, ps	from	to
min reg2reg	490	yint[0]$_DFF_P_	ub.Y0[0]$_DFFE_PP_
max	320	Y[0]	brick_num[1]
max reg2reg	2660	newdir[1]$_SDFF_PN0_	ub.Y0[9]$_DFFE_PP_
min	490	yint[0]$_DFF_P_	ub.Y0[0]$_DFFE_PP_
worst register-to-register path, cell delays in order (launching register included):
cell and delay (ps):
sky130_fd_sc_hd__dfxtp_1 590, sky130_fd_sc_hd__ha_1 310, sky130_fd_sc_hd__a21o_1 150, sky130_fd_sc_hd__a21oi_1 230, sky130_fd_sc_hd__o21bai_1 100, sky130_fd_sc_hd__a21oi_1 210
sky130_fd_sc_hd__o21bai_1 90, sky130_fd_sc_hd__a21oi_1 270, sky130_fd_sc_hd__nor2_1 70, sky130_fd_sc_hd__a311oi_1 250
logic make-up (layout without fill, tap and decap cells):
group                      Yosys count  in the layout  synth area share [%]
and+or+nand+nor                    120            120                  19.1
AOI/OAI and AO/OA                  102            102                  21.3
buffers and inverters               50            107                  6.79
DFF                                 44             44                  30.1
adders and majority gates           29             29                  10.5
xor gates and xnor gates            29             29                  7.28
latches                             11             11                  4.60
other                                1              6                 0.104
muxes                                1              1                 0.279
where the power goes:
group | internal [mW] | leakage (nW) | switching [mW]
sequential | 0.404 | 0.485 | 0.00861
clock | 0.115 | 0.0479 | 0.106
combinational | 0.116 | 1.20 | 0.108
total | 0.635 | 1.73 | 0.223
registers in the layout, summed over array words and instances, names as in the netlist:
register / cells
ub.X0: 10
ub.Y0: 10
xint: 10
yint: 10
rwb.X: 5
rwb.Y: 4
cc.collision: 2
cdc2.new_dir: 2
newdir: 2
metal layers:
metal / track usage [%] / wire, µm
met1: 24.1 / 3500
met2: 23.8 / 2900
met3: 1.54 / 248
met4: 2.64 / 117
met5: 0 / 0
metrics by stage:
step	cells	hold slack, ps
after CTS	557	490
after detailed placement	549	479
after global routing	557	504
after floorplan	392	462
after global placement	549	473
final	557	489
Power and IR drop assume default switching activity.
