--- flow/design.v ---
module goodpart2
	(
		CLOCK_50,						 
        KEY,
        SW,
		VGA_CLK,   						 
		VGA_HS,							 
		VGA_VS,							 
		VGA_BLANK_N,						 
		VGA_SYNC_N,						 
		VGA_R,   						 
		VGA_G,	 						 
		VGA_B   						 
	);
	input			CLOCK_50;				 
	input   [9:0]   SW;
	input   [3:0]   KEY;
	output			VGA_CLK;   				 
	output			VGA_HS;					 
	output			VGA_VS;					 
	output			VGA_BLANK_N;				 
	output			VGA_SYNC_N;				 
	output	[9:0]	VGA_R;   				 
	output	[9:0]	VGA_G;	 				 
	output	[9:0]	VGA_B;   				 
	wire resetn;
	assign resetn = KEY[0];
	wire [2:0] colour;
	wire [7:0] x;
	wire [6:0] y;
	wire writeEn;
	vga_adapter VGA(
			.resetn(resetn),
			.clock(CLOCK_50),
			.colour(colour),
			.x(x),
			.y(y),
			.plot(writeEn),
			.VGA_R(VGA_R),
			.VGA_G(VGA_G),
			.VGA_B(VGA_B),
			.VGA_HS(VGA_HS),
			.VGA_VS(VGA_VS),
			.VGA_BLANK(VGA_BLANK_N),
			.VGA_SYNC(VGA_SYNC_N),
			.VGA_CLK(VGA_CLK));
		defparam VGA.RESOLUTION = "160x120";
		defparam VGA.MONOCHROME = "FALSE";
		defparam VGA.BITS_PER_COLOUR_CHANNEL = 1;
		defparam VGA.BACKGROUND_IMAGE = "black.mif";
    wire ld_x, ld_y, ld_colour,ld_r;
    wire alu_select_a;
    wire alu_op;
		datapath d0(.clk(CLOCK_50), .resetn(resetn), .data_colour(SW[9:7]), .data_x(SW[6:0]), .data_y(SW[6:0]), .ld_colour(ld_colour), .ld_x(ld_x), .ld_y(ld_y), .ld_r(ld_r), .out_x(x), .out_y(y), .out_colour(colour), .enable(writeEn));
		control co(.clk(CLOCK_50), .resetn(resetn), .go(KEY[1]), .ld_x(ld_x), .ld_y(ld_y), .ld_colour(ld_colour), .ld_r(ld_r)); 
endmodule
module control(
    input clk,
    input resetn,
    input go,
    output reg  ld_x, ld_y, ld_colour, ld_r
    );
    reg [3:0] current_state, next_state; 
    localparam  S_LOAD_X        = 4'd0,
                S_LOAD_X_WAIT   = 4'd1,
                S_LOAD_Y        = 4'd2,
                S_LOAD_Y_WAIT   = 4'd3,
                S_LOAD_COLOUR        = 4'd4,
                S_LOAD_COLOUR_WAIT   = 4'd5,
                S_CYCLE_0       = 4'd6,				 
                S_CYCLE_0_WAIT       = 4'd7;				 
    always@(*)
    begin: state_table 
            case (current_state)
                S_LOAD_X: next_state = go ? S_LOAD_X_WAIT : S_LOAD_X;  
                S_LOAD_X_WAIT: next_state = go ? S_LOAD_X_WAIT : S_LOAD_Y;  
                S_LOAD_Y: next_state = go ? S_LOAD_Y_WAIT : S_LOAD_Y;  
                S_LOAD_Y_WAIT: next_state = go ? S_LOAD_Y_WAIT : S_LOAD_COLOUR;  
                S_LOAD_COLOUR: next_state = go ? S_LOAD_COLOUR_WAIT : S_LOAD_COLOUR;  
                S_LOAD_COLOUR_WAIT: next_state = go ? S_LOAD_COLOUR_WAIT : S_CYCLE_0;  
					 S_CYCLE_0: next_state = go ? S_CYCLE_0_WAIT : S_CYCLE_0;
					S_CYCLE_0_WAIT: next_state = go ? S_LOAD_X : S_CYCLE_0_WAIT; 
				default:     next_state = S_LOAD_X;
        endcase
    end  
    always @(*)
    begin: enable_signals
        ld_x = 1'b0;
        ld_y = 1'b0;
        ld_colour = 1'b0;
        ld_r = 1'b0;
        case (current_state)
            S_LOAD_X: begin
                ld_x = 1'b1;
					 ld_y = 1'b0;
					 ld_r = 1'b0;
					         ld_colour = 1'b0;
                end
            S_LOAD_Y: begin
					ld_x = 1'b0;
                ld_y = 1'b1;
					 ld_r = 1'b0;
        ld_colour = 1'b0;
                end
            S_LOAD_COLOUR: begin
				ld_x = 1'b0;
				ld_y = 1'b0;
                ld_colour = 1'b1;
					 ld_r = 1'b0;
                end
            S_CYCLE_0: begin
					 ld_r = 1'b1;
					         ld_x = 1'b0;
        ld_y = 1'b0;
        ld_colour = 1'b0;
            end
        endcase
    end  
    always@(posedge clk)
    begin: state_FFs
        if(!resetn)
            current_state <= S_LOAD_X;
        else
            current_state <= next_state;
    end  
endmodule
module datapath(
    input clk,
	 input resetn,
	 input [2:0] data_colour,
	 input [6:0]data_x,
	 input [6:0]data_y,
	 input ld_colour, ld_x, ld_y,
	 input ld_r,
	 output reg[7:0] out_x,
	 output reg[6:0] out_y,
	 output reg[2:0] out_colour,
	 output reg enable
    );
    reg [2:0] colour;
    reg[7:0]  x;
	reg[6:0] y;
	 reg[1:0] counterX = 2'b00;
	 reg[1:0] counterY = 2'b00;
    reg [6:0] alu_out_x;
    reg [6:0] alu_out_y;
    reg [6:0] alu_a;
    always @ (posedge clk) begin
        if (!resetn) begin
            x <= 8'd0; 
            y <= 7'd0; 
            colour <= 3'd0; 
        end
        else begin
            if (ld_x)
				begin
                x <= {1'b0, data_x};  
				end
				else if (ld_y)
                y <= data_y;  
            else if (ld_colour)
                colour <= data_colour;
			 end
    end
    always @ (posedge clk) begin
        if (!resetn) begin
            out_x <= 8'd0; 
				out_y <= 7'd0;
				out_colour <= 3'd0;
				enable <= 1'b0;
        end
        else 
            if(ld_r)
				begin
					enable <= 1'b1;
					out_x <= x + {6'd0, counterX};
					out_y <= y + {5'd0, counterY};
					out_colour <= colour;
					if (counterX != 2'b11)
					begin
							counterX <= counterX + 2'b01;
					end
					else
					begin
						counterX <= 2'b00;
						counterY <= counterY + 1;
					end
				end
				if (ld_r == 1'b0)
				begin
					 counterX <= 2'b00;
					 counterY <= 2'b00;
					 enable <= 1'b0;
				end
    end
endmodule
--- flow/run.sh ---
#!/bin/bash
# OpenROAD 26Q1-2900-gdf79404cd8, Yosys 0.63+post, stock flow scripts
make -C /OpenROAD-flow-scripts/flow DESIGN_CONFIG=/design/flow/config.mk WORK_HOME=/design/flow/orfs finish
--- flow/config.mk ---
export PLATFORM = sky130hd
export DESIGN_NAME = datapath
export DESIGN_NICKNAME = datapath
export VERILOG_FILES = /design/flow/design.v
export SDC_FILE = /design/flow/constraint.sdc
export NUM_CORES = 4
export LEC_CHECK = 1
export CORE_AREA = 10 10 106 106
export DIE_AREA = 0 0 116 116
--- flow/constraint.sdc ---
current_design datapath

set clk_period 3.3
set clk_io_pct 0.2

create_clock -name clk0 -period $clk_period [get_ports {clk}]

set non_clock_inputs [all_inputs -no_clocks]
set_input_delay [expr $clk_period * $clk_io_pct] -clock clk0 $non_clock_inputs
set_output_delay [expr $clk_period * $clk_io_pct] -clock clk0 [all_outputs]
==> out/summary.log <==
qor: outcome.outcome finished, final reports clean
qor: detailed_routing.detail_route.drc_violations 0
qor: final_layout.finalNonFillerCells 326
qor: hold_path.worstHoldPathType register to register
qor: global_route.globalRouteTotalUtil 6.066%
qor: detailed_routing.first_pass_iters 4
qor: global_route.antenna_found_initial 0
qor: worst_setup_path.cp_slowest_stage_delay 830 ps
qor: yosys.synthTopCellsByCount sky130_fd_sc_hd__dfxtp_1, sky130_fd_sc_hd__nor2b_1, sky130_fd_sc_hd__mux2i_1, sky130_fd_sc_hd__o21ai_0, sky130_fd_sc_hd__inv_1
qor: yosys.yosysWarningCount 1
qor: global_route.globalRouteOverflowTotal 0
qor: cts.clock_insertion_delay_worst_skew 290 ps
qor: detailed_routing.route.antenna.diode_count 0
qor: worst_setup_path.cp_slowest_cell sky130_fd_sc_hd__clkdlybuf4s50_1
qor: timing.grt_setup_unrepaired no
qor: detailed_routing.drt-initial-drc-count 40
qor: timing.setup_slack_after_layout 1380 ps
qor: yosys.avgSynthCellArea 10.15 um2
qor: timing.hold_violations 0
qor: die.init_core_util 20.07%
qor: detailed_routing.via_count 1269
qor: final_layout.final_layout_size_suffix_gt1_share 6.422%
qor: global_route.grt_start_max_net_pins 21
qor: timing.setup_violations 0
qor: yosys.synth_cell_types 26
qor: die.die-area 13460 um2
qor: die.top_level_port_count 42
qor: yosys.yosysTopAreaCellShare 45.10%
qor: yosys.async_s_r_ff_share_synth 0%
qor: worst_setup_path.startpoint_type_of_the_worst_setup_path input port
qor: worst_setup_path.worstSetupEndpointType register
qor: placed_design.placement.io_buffers 41
qor: placed_design.globalplace.congestion 0.7624
qor: global_route.grt_first_pass_wirelength 6465 um
qor: cts.cts-buffers-inserted 5
qor: detailed_routing.final_antenna_net_count 0
qor: die.die.size.y 116 um
qor: worst_setup_path.cp.arrival 2100 ps
qor: worst_setup_path.critical_path_class input port to register
qor: cts.cts-hold-fix-buffers 0
qor: power.power_leakage 0.8931 nW
qor: final_layout.area_delta_synth_final 36.72%
qor: detailed_routing.finalWirelength 4051 um
qor: die.coreArea 8848 um2
qor: worst_setup_path.crit_chain clkdlybuf4s50_1, buf_4, mux2i_1, nor2b_1
qor: placed_design.dp.final_hpwl 3191 um
qor: timing.timing.final.crit_share 58.19%
qor: yosys.number_of_synthesized_flops_with_an_enable_pin 0
qor: detailed_routing.route.detailed.vias_per_inst 3.893
qor: power.cellPowerDensity 445.5 nW/um2
qor: yosys.ys_cells 175
qor: cts.cts_num_sinks 40
qor: timing.max_clock_freq 0.5208 GHz
qor: timing.relSlewSlack 61.66%
qor: yosys.postSynthCellCount 175
qor: worst_setup_path.path_delay_family buffers and inverters
qor: placed_design.cell_count_after_placement 318
qor: timing.finalSetupTns 0 ps
qor: cts.cts_htree_levels 2
qor: yosys.post_synth_main_area_contributors sky130_fd_sc_hd__dfxtp_1, sky130_fd_sc_hd__mux2i_1, sky130_fd_sc_hd__nor2b_1, sky130_fd_sc_hd__o21ai_0, sky130_fd_sc_hd__ha_1
qor: cts.cts_repair_resize_count 0
qor: timing.report.final.slew_viol_count 0
qor: timing.final.setup_skew 2.688 ps
qor: die.die.size.x 116 um
qor: power.design_power_total 0.001081 W
qor: cts.cts_tree yes
qor: yosys.synthFlopType sky130_fd_sc_hd__dfxtp_1
qor: yosys.post_synth_instance_area 1775 um2
qor: flow_run.warning_count 25
qor: worst_setup_path.critPathMaxFanout 20
qor: cts.cts_root_buf sky130_fd_sc_hd__clkbuf_8
qor: yosys.seq_area_frac_synth 45.10%
qor: timing.slew_at_the_pin_with_the_worst_max_slew_slack 573.3 ps
qor: cts.ctsLongestPathBuffers 2
qor: placed_design.post-place-ws 1064 ps
qor: power.maximum_resistive_drop_on_vdd 0.0001515 V
qor: global_route.grt_pass1_vias 1289
qor: yosys.synth.yosys.chip_area 1775 um2
qor: die.rows 34
qor: cts.clkTransAtPathRegs 70 ps
qor: yosys.post_synthesis_cell_type_with_the_largest_instance_count sky130_fd_sc_hd__dfxtp_1
qor: yosys.largest_area_cell sky130_fd_sc_hd__dfxtp_1
qor: timing.fin_crit 1920 ps
qor: yosys.ys_seq_elements 40
qor: flow_run.maxCapViolations 0
qor: worst_setup_path.buf_inv_stages_crit_path 2
qor: cts.count_of_buffers_added_by_post_cts_timing_repair_for_setup 0
qor: worst_setup_path.required_time_of_the_worst_setup_path 3480 ps
qor: detailed_routing.wire_per_inst 12.43 um
==> through the flow <==
stage	hold WS (ps)	util, %	cell area [um2]
6_report	490.6	27.43	2427
5_1_grt	524.3	27.43	2427
4_1_cts	498.6	27.43	2427
3_5_place_dp	481.1	26.00	2301
3_3_place_gp	469.8	26.00	2301
2_1_floorplan	431.9	-	1775
==> cell type report <==
cell class	count	area, um2
fillers	908	6421
inverters	9	33.78
repair buffers	45	440.4
well taps	108	135.1
flip-flops and latches	40	800.8
clock inverters	1	30.03
multi-input cells	116	890.9
clock buffers	7	96.34
==> cells in the final DEF, fill, tap and decap left out <==
cell type and count:
sky130_fd_sc_hd__o21ai_0 14, sky130_fd_sc_hd__and2_1 4, sky130_fd_sc_hd__nand2b_1 1, sky130_fd_sc_hd__clkbuf_8 7, sky130_fd_sc_hd__buf_4 4, sky130_fd_sc_hd__nand3_1 3
sky130_fd_sc_hd__a21oi_1 4, sky130_fd_sc_hd__o32ai_1 1, sky130_fd_sc_hd__nor3b_4 1, sky130_fd_sc_hd__or2b_1 1, sky130_fd_sc_hd__clkdlybuf4s50_1 41, sky130_fd_sc_hd__dfxtp_1 40
sky130_fd_sc_hd__inv_1 9, sky130_fd_sc_hd__a31oi_1 6, sky130_fd_sc_hd__ha_1 5, sky130_fd_sc_hd__nand2_1 3, sky130_fd_sc_hd__or3_1 6, sky130_fd_sc_hd__bufinv_16 1
sky130_fd_sc_hd__nor2_1 1, sky130_fd_sc_hd__mux2i_1 26, sky130_fd_sc_hd__o211a_1 2, sky130_fd_sc_hd__fa_1 2, sky130_fd_sc_hd__nor2b_1 27, sky130_fd_sc_hd__xnor2_1 4
sky130_fd_sc_hd__xor2_1 2, sky130_fd_sc_hd__nand3b_1 2, sky130_fd_sc_hd__nand3_2 1
==> state kept, by name, summed over array words and instances (netlist names) <==
signal / count
colour: 3
counterX: 2
counterY: 2
enable: 1
out_colour: 3
out_x: 8
out_y: 7
x: 7
y: 7
==> worst register-to-register path: stages (launching register included) <==
cell	delay, ps
sky130_fd_sc_hd__dfxtp_1	380
sky130_fd_sc_hd__ha_1	180
sky130_fd_sc_hd__inv_1	50
sky130_fd_sc_hd__fa_1	410
sky130_fd_sc_hd__or2b_1	250
sky130_fd_sc_hd__or3_1	300
sky130_fd_sc_hd__a31oi_1	160
==> power by group <==
group          total (W)  switching (W)  internal, W
Combinational   0.000123      0.0000450    0.0000781
Sequential      0.000525      0.0000184     0.000507
Clock           0.000433       0.000166     0.000267
Total            0.00108       0.000230     0.000851
==> cells by family (layout without fill, tap and decap cells) <==
family | after synthesis | count (layout) | share of synthesized area (%)
xor+xnor | 6 | 6 | 2.960
fa+ha+maj | 7 | 7 | 5.779
flops | 40 | 40 | 45.10
buf+inv | 19 | 62 | 4.721
compound gates | 27 | 27 | 8.810
mux | 26 | 26 | 14.66
simple gates | 50 | 50 | 17.97
==> worst paths after layout <==
check	start	to	slack (ps)	cells after the start
setup / recovery	ld_r	out_x[2]	1380	4
hold / removal	out_x[1]	out_x[1]	490	1
setup reg to reg	counterY[0]	out_y[6]	1490	6
hold reg to reg	out_x[1]	out_x[1]	490	1
==> layer usage <==
layer  GRT usage, %  part of all wire, %  routed length (um)  vias to the layer above
met5              0                    0                   0                        -
met4          1.001                  1.5                  59                        0
met3          2.512                  7.3                 296                        4
met2          9.822                   46                1878                       25
met1          7.567                   45                1817                      557
li1               -                    -                   -                      683
Power is estimated from default activity; no workload was simulated.
